==> flow/design.v <==
module alu #(parameter OPSIZE = 4, parameter DSIZE = 16)(
  output reg [DSIZE-1:0] f,
  output wire n,
  output wire c,
  output wire v,
  input [OPSIZE-1:0] op,
  input [DSIZE-1:0] data_a,
  input [DSIZE-1:0] data_b
);
  reg co,vo;
  wire [DSIZE+1:0] da,db;
  assign da = {1'b0,data_a[DSIZE-1],data_a};
  assign db = {1'b0,data_b[DSIZE-1],data_b};
  assign c = co;
  assign v = (vo ^ f[DSIZE-1]) & ~op[OPSIZE-1];
  assign n = f[DSIZE-1] & ~op[OPSIZE-1];
  always @(*) begin
    if (op[OPSIZE-1] == 1'b0) begin
      case (op[OPSIZE-2:0])
        3'b000:
        begin
          {co,vo,f} = da;
        end
        3'b001:
        begin
          {co,vo,f} = da +1'b1;
        end
        3'b010:
        begin
          {co,vo,f} = da + {1'b0,~db[DSIZE:0]};
        end
        3'b011:
        begin
          {co,vo,f} = da + {1'b0,~db[DSIZE:0]} +1;
        end
        3'b100:
        begin
          {co,vo,f} = da + db;
        end
        3'b101:
        begin
          {co,vo,f} = da + db +1'b1;
        end
        3'b110:
        begin
          {co,vo,f} = db;
        end
        3'b111:
        begin
          {co,vo,f} = da + {1'b0,~{{DSIZE{1'b0}},1'b1}} + 1'b1;
        end
      endcase
    end else begin
      co = 1'b0;
      vo = 1'b0;
      case (op[OPSIZE-3:0])
        2'b00:
        begin
          f = data_a & data_b;
        end
        2'b01:
        begin
          f = data_a | data_b;
        end
        2'b10:
        begin
          f = data_a ^ data_b;
        end
        2'b11:
        begin
          f = ~data_a;
        end
      endcase
    end
  end
endmodule
module fu #(parameter OPSIZE = 5, parameter DSIZE = 16)(
  output reg [DSIZE-1:0] F_o,
  output reg N_o,
  output reg C_o,
  output reg V_o,
  output reg Z_o,
  input [DSIZE-1:0] data_a,
  input [DSIZE-1:0] data_b,
  input [OPSIZE-1:0] op,
  input rst_n,
  input clk
);
  wire [DSIZE-1:0] f_alu, f_shifter;
  wire n,c,v;
  alu alu(
  	.f(f_alu),
  	.n(n),
    .c(c),
    .v(v),
  	.op(op[OPSIZE-2:0]),
  	.data_a(data_a),
  	.data_b(data_b)
  );
  shifter shifter(
  	.f(f_shifter),
  	.data_b(data_b),
  	.op(op[OPSIZE-4:0])
  );
  always @(posedge clk or negedge rst_n) begin
    if (!rst_n) begin
      F_o <= {DSIZE{1'b0}};
      N_o <= 1'b0;
      C_o <= 1'b0;
      V_o <= 1'b0;
    end else begin
      case (op[OPSIZE-1])
        1'b0:
        begin
          F_o <= f_alu;
          N_o <= n;
          C_o <= c;
          V_o <= v;
        end
        1'b1:
        begin
          F_o <= f_shifter;
          N_o <= 1'b0;
          C_o <= 1'b0;
          V_o <= 1'b0;
        end
      endcase
    end
  end
  always @(*) begin
    if( F_o == {DSIZE{1'b0}} ) begin
      Z_o = 1'b1;
    end else begin
      Z_o = 1'b0;
    end
  end
endmodule
module shifter #(parameter OPSIZE = 2, parameter DSIZE = 16)(
  output reg [DSIZE-1:0] f,
  input [DSIZE-1:0] data_b,
  input [OPSIZE-1:0] op
);
  always @(*) begin
    case(op)
      2'b00:
      begin
        f <= data_b >> 1'b1;
      end
      2'b01:
      begin
        f <= data_b << 1'b1;
      end
      2'b10:
      begin
        f <= data_b >> 1'b1 | data_b << (DSIZE-1);
      end
      2'b11:
      begin
        f <= data_b << 1'b1 | data_b >> (DSIZE-1);
      end
    endcase
  end
endmodule
==> flow/run.sh <==
#!/bin/bash
# OpenROAD 26Q1-2900-gdf79404cd8, Yosys 0.63+post, stock flow scripts
make -C /OpenROAD-flow-scripts/flow DESIGN_CONFIG=/design/flow/config.mk WORK_HOME=/design/flow/orfs finish
==> flow/config.mk <==
export PLATFORM = sky130hd
export DESIGN_NAME = fu
export DESIGN_NICKNAME = fu
export VERILOG_FILES = /design/flow/design.v
export SDC_FILE = /design/flow/constraint.sdc
export NUM_CORES = 4
export LEC_CHECK = 1
export CORE_UTILIZATION = 50
==> flow/constraint.sdc <==
current_design fu

set clk_period 2.3
set clk_io_pct 0.2

create_clock -name clk0 -period $clk_period [get_ports {clk}]

set non_clock_inputs [all_inputs -no_clocks]
set_input_delay [expr $clk_period * $clk_io_pct] -clock clk0 $non_clock_inputs
set_output_delay [expr $clk_period * $clk_io_pct] -clock clk0 [all_outputs]
==> run summary <==
Results of the flow run.

The sequential cell area fraction in the yosys report stands at 8.75%. The area of the mapped netlist stands at 5430 sq um. The number of standard cells reported by yosys stands at 770.

Looking at the clock tree report, the root buffer type is clkbuf_8. In this run, synthesis produced a sequential element count of 19. The level count of the clock H-tree stands at 1. The row count stands at 37.

The cell type that accounts for the most area after synthesis is ha_1. After synthesis, the cell types taking the most area are ha_1, dfrtp_1, a21oi_1. In the synthesized netlist the dominant register cell turns out to be dfrtp_1. The pre-placement core utilization stands at 52.2%. Yosys reports that the leading cell type by area covers 11.7% of the netlist area. The synthesized area per cell stands at 7.06 sq um. Clock tree synthesis inserted a total of 3 buffers. The number of clock sinks stands at 19. The post-synth count of flops with an enable pin is 0. The total of warnings raised by yosys stands at 3. The cell total after placement stands at 1183. The routability congestion estimate stands at 1.10. Counting distinct cell types in the post-synthesis netlist gives 84. After the last repair the worst path ends at a register input.

The number of buffers added on ports stands at 58. The first error in the log reads "[ERROR GRT-0183] Net _0512_: heap underflow during 3D maze routing". The post-synthesis async set-or-reset flop share stands at 100%.

From bottom edge to top edge, the die measures 106 um. The hold-fix buffer count after cts stands at 0. Entering global routing, the biggest net connects 45 pins. After legalization and detailed placement, the total HPWL measured 19.2 mm. The instance tally after logic synthesis stands at 770. Once global-route timing repair stopped, the endpoint with the least setup slack was F_o[15]$_DFF_PN0_/D.

Per the CTS log, the buffer count on the longest clock path is 2. The flow did not finish. The total I/O pin count stands at 59. The floorplan step set the die width to 106 um. The synthesis area per yosys stands at 5430 sq um. The flow stopped in global routing (5_1_grt).
==> per-stage QoR <==
stage	cell area, sq um	power, W	TNS, ps	setup slack (ps)
3_3_place_gp	8100	0.00229	-26140	-1730
4_1_cts	9020	0.00285	-11270	-933
2_1_floorplan	5600	0.00137	-11900	-1070
3_5_place_dp	8100	0.00231	-27050	-1790
==> cell usage after synthesis (6+ instances only) <==
| library cell | number |
|---|---|
| a21oi_1 | 75 |
| nor2_1 | 68 |
| inv_1 | 65 |
| nand2_1 | 60 |
| o21ai_0 | 58 |
| ha_1 | 51 |
| xnor2_1 | 42 |
| clkbuf_1 | 34 |
| a211oi_1 | 19 |
| dfrtp_1 | 19 |
| a31oi_1 | 15 |
| nand3_1 | 15 |
| nor3_1 | 15 |
| mux2i_1 | 14 |
| nor4_1 | 13 |
| o211ai_1 | 13 |
| mux4_2 | 11 |
| nand4_1 | 10 |
| buf_1 | 9 |
| o31ai_1 | 9 |
| a21o_1 | 8 |
| nor2b_1 | 8 |
| o22ai_1 | 8 |
| or3_1 | 7 |
| nand2b_1 | 6 |
| or4_1 | 6 |
==> cells by family after synthesis <==
logic type / share of synthesized area (%)
flip-flops: 8.75
XOR/XNOR: 7.58
AND-OR/OR-AND: 33.8
AND/OR/NAND/NOR: 20.6
adder cells (fa/ha/maj): 12.8
buffers and inverters: 8.61
multiplexers: 7.83
==> repair_timing <==
action,in CTS
pin swaps,64
setup endpoints to repair,19
setup buffers,29
resized,206
No activity file was given, so power comes from the tool's default toggle rates.
